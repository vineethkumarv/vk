### design.v
package pack1;
  function test;
    $display("hi this this is pack1");
  endfunction
endpackage
module verilog_dut(input [3:0]a,
  input [3:0]b,
  input clk,
  input rst,
  output reg [3:0]sum,
  output reg c_out);
  always@(posedge clk) begin
    if(!rst)begin
      sum = 4'b0000;
      c_out=1'b0;
    end
    else
      {c_out,sum} = a+b;
    end
endmodule
### run.sh
#!/bin/bash
# OpenROAD 26Q1-2900-gdf79404cd8, Yosys 0.63+post, stock flow scripts
make -C /OpenROAD-flow-scripts/flow DESIGN_CONFIG=/design/flow/config.mk WORK_HOME=/design/flow/orfs finish
### config.mk
export PLATFORM = sky130hd
export DESIGN_NAME = verilog_dut
export DESIGN_NICKNAME = verilog_dut
export VERILOG_FILES = /design/flow/design.v
export SDC_FILE = /design/flow/constraint.sdc
export NUM_CORES = 4
export LEC_CHECK = 1
export CORE_AREA = 10 10 70 70
export DIE_AREA = 0 0 80 80
### constraint.sdc
current_design verilog_dut

set clk_period 1.9
set clk_io_pct 0.2

create_clock -name clk0 -period $clk_period [get_ports {clk}]

set non_clock_inputs [all_inputs -no_clocks]
set_input_delay [expr $clk_period * $clk_io_pct] -clock clk0 $non_clock_inputs
set_output_delay [expr $clk_period * $clk_io_pct] -clock clk0 [all_outputs]
==> run notes <==
According to the CTS report, the clock sink count is 5. The via count normalized by instance count is 2.46. By area the synthesized netlist is led by sky130_fd_sc_hd__dfxtp_1 (37%), sky130_fd_sc_hd__ha_1 (18%), sky130_fd_sc_hd__fa_1 (7.3%), sky130_fd_sc_hd__o21a_1 (5.5%), sky130_fd_sc_hd__nor2b_4 (5.0%). The area of the core was 3420 um^2; the residual overflow from global routing was 0.

The tools report the distinct cell type count of the synthesized netlist as 14. The tools report the master cell of the clock root buffer as sky130_fd_sc_hd__clkbuf_4. The most common logic cells in the final layout are sky130_fd_sc_hd__clkdlybuf4s50_1 (14), sky130_fd_sc_hd__dfxtp_1 (5), sky130_fd_sc_hd__ha_1 (4), sky130_fd_sc_hd__inv_1 (3), sky130_fd_sc_hd__clkbuf_4 (3). Once layout is complete, the cells apart from fillers number 89.

The timing report notes that buffer and inverter cells on the critical path total 2. Post-CTS repair ended up resizing 0 cells. The final critical-path share of the clock period was 0.870.

Entering global routing, the biggest net connects 7 pins. With the final critical path time including I/O delays and setup at 1650 ps, the power density of the placed cells is 625 nW/um^2. According to the Yosys statistics, the synthesized design has a chip area of 273 um^2. The number of maximum-capacitance violations recorded for the run is 0. Timing would allow up to 0.605 GHz. The mapped netlist covers 273 um^2. Critical path's slowest cell: sky130_fd_sc_hd__clkdlybuf4s50_1. The run gives 226 as the via count of the first global-routing pass.

The horizontal die dimension came out at 80 um. Dividing the detail-routed wire length by the instance count gives 6.43 um. The max-slew headroom at the worst pin came out at 0.874.

The required time of the worst setup path is 2050 ps, and the total cells reported by yosys after synthesis is 25. The switching share of total power was 0.203; the area share of the largest cell type after synthesis was 0.367. TritonCTS built the clock tree.

The count of tool warnings was 25. The DRC violation total left in the routed layout is recorded as 0. In this run the worst hold path is classified as in -> reg.

The flip-flop and latch count after synthesis works out to 5. Setup violation total in the final timing report: 0. In the final layout, the fill cell count is 385.

The largest driver fanout on the critical path was 2; the maximum number of buffers from clock root to sink was 2. The number of vias after detailed routing came out at 219. The chip occupies 6400 um^2. With the overall power of the completed layout at 311 uW, the leakage dissipation is 0.000203 uW.

On the critical path the data arrives at 1810 ps. The clock network fraction of total power was 0.377; the number of hold-slack violations in the final timing report was 0. Setup repair after global routing left no endpoint under its margin. For reference, the placement row count at floorplan is 21. In this run, post-CTS hold repair placed 0 buffers. The kind of cell adding the most delay to the critical path is adder cells. The sequential fraction of the synthesis area was 0.367; the transition time at the pin with the least slew margin was 188 ps. The number of antenna-violating nets in the routed design came out at 0. According to the floorplan report, the die height is 80 um.

After technology mapping, the gate count stands at 25. Total routed wirelength: 572 um. STA classifies the critical path startpoint as a primary input. The flow ran to the end, and the final reports show no timing, DRC or antenna violations. Nature of the critical path endpoint: a register. The total of warnings raised by yosys is 1. The number of antenna violations at the first check in global routing was 0. Quantity of I/O buffers inserted on ports: 14. The run gives 62.9 uW for the net switching power.

For reference, the post-synthesis area per instance comes to 10.9 um^2. The first global-routing pass estimated 931 um of wire. Looking at the setup timing report, the critical path kind is in -> reg. The internal power component came out at 248 uW. The routability congestion estimate from global placement came out at 0.745. The effective utilization at floorplan is 0.0799. The number of antenna diodes in the final layout is 0.

The critical path goes through clkdlybuf4s50_1 > ha_1 > inv_1 > fa_1 > nor2b_1 > nor3b_1. On the worst path, the slowest cell contributes a delay of 460 ps. The number of DRC markers in iteration 0 was 1; the number of iterations in the first detailed-routing pass was 2. The tools report the highest ir drop seen on vdd as 0.0000982 V.

The number of primary I/O pins is 15, and the clock-pin slew on the worst setup and hold paths is 40 ps. The number of pins exceeding their max-slew limit in the final report was 0. For the global-route usage over all layers, the log shows 0.0174.

Per the synthesis report, the dominant area consumer among library cells is sky130_fd_sc_hd__dfxtp_1. The run gives 1 for the H-tree depth. By instance count after routing, the leading logic cell type is sky130_fd_sc_hd__clkdlybuf4s50_1.

The share of power burned in combinational logic is 0.244, and the cell count after placement is 85. Looking at the post-CTS report, the setup buffer insertion count equals 0. For the number of buffers created by CTS, the log shows 3.

The fraction of final layout cells with drive strength greater than 1 is 0.116. Fraction of power consumed by sequential logic: 0.379. The run gives 0 ps as the aggregate negative setup slack. The run gives 82.1% for the synthesis-to-layout area growth.
==> power groups by stage <==
stage / Sequential (uW) / Clock, uW / Combinational (uW)
after CTS: 118 / 124 / 78.0
after global routing: 118 / 129 / 86.1
final: 118 / 117 / 75.9
==> cell type report <==
type                       instances  area, um^2  area share
timing repair buffer              14         140       0.282
inverter                           3        11.3      0.0227
multi-input combinational         17         161       0.325
clock buffer                       4        26.3      0.0529
sequential                         5         100       0.202
tap                               46        57.6       0.116
==> per-stage QoR <==
stage,instance area (um^2),setup WS (ps),utilization,hold WS [ps]
floorplan,273,546,-,497
global placement,470,37.0,0.138,1060
detailed placement,470,5.04,0.138,1050
CTS,497,254,0.145,818
global route,497,164,0.145,866
finish,497,248,0.145,826
==> synth_stat cells <==
library cell / count
sky130_fd_sc_hd__and2_1: 1
sky130_fd_sc_hd__dfxtp_1: 5
sky130_fd_sc_hd__nor3b_1: 1
sky130_fd_sc_hd__nand2_1: 1
sky130_fd_sc_hd__ha_1: 4
sky130_fd_sc_hd__nor2b_4: 1
sky130_fd_sc_hd__nor2b_1: 2
sky130_fd_sc_hd__inv_1: 3
sky130_fd_sc_hd__a21o_1: 1
sky130_fd_sc_hd__o21a_1: 2
sky130_fd_sc_hd__a21oi_2: 1
sky130_fd_sc_hd__mux2i_1: 1
sky130_fd_sc_hd__nand2b_1: 1
sky130_fd_sc_hd__fa_1: 1
==> cells by family after synthesis <==
group | after synthesis | share of synthesized area
buf+inv | 3 | 0.0413
flops | 5 | 0.367
compound gates | 4 | 0.115
mux | 1 | 0.0367
fa+ha+maj | 5 | 0.257
simple gates | 7 | 0.183
==> registers in the layout (all words and copies together), names as in the netlist <==
signal  count
c_out       1
sum         4
==> routing by layer <==
| metal | GRT usage | part of all wire | wire length, um |
|---|---|---|---|
| met5 | 0 | 0 | 0 |
| met4 | 0.00528 | 0 | 0 |
| met3 | 0.00795 | 0.16 | 93 |
| met2 | 0.0257 | 0.42 | 243 |
| met1 | 0.0221 | 0.41 | 235 |
==> worst paths after layout <==
kind / startpoint / cells after the start / endpoint / slack (ps)
setup / recovery: a[0] / 6 / sum[2]$_SDFF_PN0_ / 250
hold / removal: rst / 2 / c_out$_SDFF_PN0_ / 830
Power and IR drop assume default switching activity.
